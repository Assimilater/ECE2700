$ cat flow/design.v
`timescale 1 ns / 1 ps
module execFSM(input clk, w, output reg r);
	initial begin
		r <= 1;
	end
	always @(posedge clk) begin
		if (w == 1)
			r <= ~r;
	end
endmodule
module modeFSM_read(clk, m, n, led);
	input clk, m;
	output reg [1:0] n;
	output reg [5:0] led;
	reg [1:0] state;
	initial begin
		state <= 'd0;
		n <= 'b11;
		led <= 'b110000;
	end
	parameter Time = 0;
	parameter Secs = 1;
	parameter Date = 2;
	parameter Year = 3;
	always @(posedge clk) begin
		if (m == 1) begin
			if (state == Time)
					state <= Secs;
			else if (state == Secs)
					state <= Date;
			else if (state == Date)
					state <= Year;
			else if (state == Year)
					state <= Time;
		end
	end
	always @(state) begin
		if (state == Time) begin
			n <= 'b11;
			led <= 'b110000;
		end
		else if (state == Secs) begin
			n <= 'b01;
			led <= 'b001000;
		end
		else if (state == Date) begin
			n <= 'b11;
			led <= 'b000110;
		end
		else if (state == Year) begin
			n <= 'b01;
			led <= 'b000001;
		end
	end
endmodule
module modeFSM_write(clk, m, n, led);
	input clk, m;
	output reg [1:0] n;
	output reg [5:0] led;
	reg [2:0] state;
	parameter Hour = 0;
	parameter Mins = 1;
	parameter Secs = 2;
	parameter Mon = 3;
	parameter Day = 4;
	parameter Year = 5;
	initial begin
		state <= Hour;
		n <= 'b10;
		led <= 'b100000;
	end
	always @(posedge clk) begin
		if (state == Hour) begin
			if (m == 1) state <= Mins;
		end
		else if (state == Mins) begin
			if (m == 1) state <= Secs;
		end
		else if (state == Secs) begin
			if (m == 1) state <= Mon;
		end
		else if (state == Mon) begin
			if (m == 1) state <= Day;
		end
		else if (state == Day) begin
			if (m == 1) state <= Year;
		end
		else if (state == Year) begin
			if (m == 1) state <= Hour;
		end
		else
				state <= Hour;
	end
	always @(state) begin
		if (state == Hour) begin
			n <= 'b10;
			led <= 'b100000;
		end
		else if (state == Mins) begin
			n <= 'b01;
			led <= 'b010000;
		end
		else if (state == Secs) begin
			n <= 'b01;
			led <= 'b001000;
		end
		else if (state == Mon) begin
			n <= 'b10;
			led <= 'b000100;
		end
		else if (state == Day) begin
			n <= 'b01;
			led <= 'b000010;
		end
		else if (state == Year) begin
			n <= 'b01;
			led <= 'b000001;
		end
	end
endmodule
module displayFSM(clk, hr1, hr0, min1, min0, sec1, sec0, m1, m0, d1, d0, y1, y0, n, d, an, seg);
	input clk;
	input [1:0] n;
	input [5:0] d;
	input [3:0] hr1, hr0, min1, min0, sec1, sec0, m1, m0, d1, d0, y1, y0;
	output [6:0] seg;
	output reg [3:0] an;
	reg [1:0] an_state;
	initial begin an_state <= 'd0; end
	always @(posedge clk) begin
		if (an_state == 'd3)
			an_state <= 'd0;
		else
			an_state <= an_state + 1;
	end
	always @(an_state, n) begin
		an <= 4'b1111;
		if (an_state == 'd0) begin
			if (n[0] == 1) an[3] <= 0;
		end
		else if (an_state == 'd1) begin
			if (n[0] == 1) an[2] <= 0;
		end
		else if (an_state == 'd2) begin
			if (n[1] == 1) an[1] <= 0;
		end
		else begin
			if (n[1] == 1) an[0] <= 0;
		end
	end
	reg [3:0] num;
	seg7 n2seg7(num, seg);
	always @(an) begin
		if (~an[0]) begin
			if (d[5])
				num <= hr1;
			else if (d[2])
				num <= m1;
			else
				num <= 'd15;
		end
		else if (~an[1]) begin
			if (d[5])
				num <= hr0;
			else if (d[2])
				num <= m0;
			else
				num <= 'd15;
		end
		else if (~an[2]) begin
			if (d[4])
				num <= min1;
			else if (d[3])
				num <= sec1;
			else if (d[1])
				num <= d1;
			else if (d[0])
				num <= y1;
			else
				num <= 'd15;
		end
		else if (~an[3]) begin
			if (d[4])
				num <= min0;
			else if (d[3])
				num <= sec0;
			else if (d[1])
				num <= d0;
			else if (d[0])
				num <= y0;
			else
				num <= 'd15;
		end
	end
endmodule
module press(input clk, u, output reg bp);
	reg [1:0] state;
	parameter init = 0;
	parameter ready = 1;
	parameter press = 2;
	parameter hold = 3;
	initial begin
		state <= init;
		bp <= 0;
	end
	always @(posedge clk) begin
		if (state == init) begin
			if (u == 1)
				state <= press;
			else
				state <= ready;
		end
		else if (state == ready) begin
			if (u == 1)
				state <= press;
		end
		else if (state == press) begin
			if (u == 1)
				state <= hold;
			else
				state <= ready;
		end
		else if (state == hold) begin
			if (u == 0)
				state <= ready;
		end
	end
	always @(state) begin
		if (state == press)
			bp <= 1;
		else
			bp <= 0;
	end
endmodule
module pressCounter(input clk, clk_fast, u, d, output up, down, clear);
	reg [2:0] state;
	parameter holdCount = 50000000;  
	reg [31:0] cnt;
	parameter ready = 0;
	parameter uPress = 1;
	parameter uHoldStill = 2;
	parameter uHoldActive = 3;
	parameter dPress = 4;
	parameter dHoldStill = 5;
	parameter dHoldActive = 6;
	parameter reset = 7;
	assign up = state == uPress || (state == uHoldActive && clk_fast);
	assign down = state == dPress || (state == dHoldActive && clk_fast);
	assign clear = state == reset;
	initial begin
		state <= ready;
		cnt <= holdCount;
	end
	always @(posedge clk) begin
		if (state == ready) begin
			if (u & ~d)
				state <= uPress;
			else if (~u & d)
				state <= dPress;
			else if (u & d)
				state <= reset;
		end
		else if (state == uPress) begin
			if (~u & ~d)
				state <= ready;
			else if (~u & d)
				state <= dPress;
			else if (u & d)
				state <= reset;
			else begin
				state <= uHoldStill;
				cnt <= 0;
			end
		end
		else if (state == uHoldStill) begin
			if (~u & ~d)
				state <= ready;
			else if (~u & d)
				state <= dPress;
			else if (u & d)
				state <= reset;
			else if (cnt == holdCount)
				state <= uHoldActive;
			else
				cnt <= cnt + 1;
		end
		else if (state == uHoldActive) begin
			if (~u & ~d)
				state <= ready;
			else if (~u & d)
				state <= dPress;
			else if (u & d)
				state <= reset;
		end
		else if (state == dPress) begin
			if (~u & ~d)
				state <= ready;
			else if (u & ~d)
				state <= uPress;
			else if (u & d)
				state <= reset;
			else begin
				state <= dHoldStill;
				cnt <= 0;
			end
		end
		else if (state == dHoldStill) begin
			if (~u & ~d)
				state <= ready;
			else if (u & ~d)
				state <= uPress;
			else if (u & d)
				state <= reset;
			else if (cnt == holdCount)
				state <= dHoldActive;
			else
				cnt <= cnt + 1;
		end
		else if (state == dHoldActive) begin
			if (~u & ~d)
				state <= ready;
			else if (u & ~d)
				state <= uPress;
			else if (u & d)
				state <= reset;
		end
		else if (state == reset) begin
			if (u & d)
				cnt <= 0;
			else if (cnt != holdCount)
				cnt <= cnt + 1;
			else if (~u & ~d)
				state <= ready;
			else if (u & ~d)
				state <= uPress;
			else if (~u & d)
				state <= dPress;
		end
	end
endmodule
$ cat flow/run.sh
#!/bin/bash
# OpenROAD 26Q1-2900-gdf79404cd8, Yosys 0.63+post, stock flow scripts
make -C /OpenROAD-flow-scripts/flow DESIGN_CONFIG=/design/flow/config.mk WORK_HOME=/design/flow/orfs finish
$ cat flow/config.mk
export PLATFORM = sky130hd
export DESIGN_NAME = pressCounter
export DESIGN_NICKNAME = pressCounter
export VERILOG_FILES = /design/flow/design.v
export SDC_FILE = /design/flow/constraint.sdc
export NUM_CORES = 4
export LEC_CHECK = 1
export CORE_UTILIZATION = 30
$ cat flow/constraint.sdc
current_design pressCounter

set clk_period 5.3
set clk_io_pct 0.2

create_clock -name clk0 -period $clk_period [get_ports {clk}]

set non_clock_inputs [all_inputs -no_clocks]
set_input_delay [expr $clk_period * $clk_io_pct] -clock clk0 $non_clock_inputs
set_output_delay [expr $clk_period * $clk_io_pct] -clock clk0 [all_outputs]
==> GITHUB_STEP_SUMMARY <==
### Flow metrics

| Metric | Value |
|---|---|
| Via Count | 3210 |
| First-pass DRT Iterations | 5 |
| Yosys warnings | 1 |
| Power density cells | around 590 mW/mm² |
| Cell with the most instances after synthesis | o21ai_0 |
| Max-cap viol count | 0 |
| Fill count | 1094 |
| Final Max Slew Viols | 0 |
| Total GRT Usage | 18.0% |
| Total Wirelength | 9.28 mm |
| Max VDD drop | 0.361 mV |
| Largest net degree at the start of global routing | 31 |
| Clock Latency Late Sink | 0.29 ns |
| Hold slack | 0.630 ns |
| Max Clock Freq | 274 MHz |
| Tool warning count | 26 |
| XOR Share, Synth | 1.66% |
| Chip height | 105 µm |
| Post-CTS Setup Bufs | 0 |
| Setup crit end kind | flip-flop |
| Syn-to-layout area delta | 7.63% |
| First DRT Iteration DRCs | 244 |
| Number of global-route vias before repair | 2914 |
| Crit path kind | input port to flip-flop |
| Routability cong. | between 0.9 and 1 |
| Pleak | 0.00108 µW |
| Mux area share | 0% |
| Logic family by area | AND-OR/OR-AND gates |
| Slew HR | 46.1% |
| CTS H-tree lvls | 2 |
| Hold WC Path Type | flip-flop to flip-flop |
| Layout cell share with drive strength beyond 1 | 8.77% |
| CTS resizes | 0 |
| FF-to-FF End | cnt[25] |
| Largest cells by area | edfxtp_1 33%, o21ai_0 9.6%, a21oi_1 5.7%, nand2_1 5.0%, nor2_1 4.0% |
| Req. time, crit path | roughly 5.3 ns |
| Clock buffer depth | 2 |
| CTS clk-pin slew, worst paths | 0.08 ns |
| First-pass GRT wire length | 15.5 mm |
| Unrepaired setup endpoints after global routing | no |
| # Cells Yosys | 405 |
| Routed len/inst | between 15 and 20 µm |
| Hold_buf cts | 0 |
| Main flop type | edfxtp_1 |
| Initial antenna violation count | 0 |
| Reg-to-reg slack, setup | 2.00 ns |
| Unique cell types | approximately 65 |
| Period utilization | 68.9% |
| CTS tree | yes |
| Synth Seq Share | 33.2% |
| Synth top cells by count | 61 x o21ai_0, 42 x nand2_1, 36 x a21oi_1, 35 x edfxtp_1, 34 x nor2_1 |
| Die ar. | 0.0110 mm² |
| R2R Path Start | cnt[0] |
| Total I/O pin count | 7 |
| Ant. Diodes | 0 |
| Hold-critical path depth | 1 |
| Fp_density | between 30 and 40% |
| # rows | 37 |
| Hold path startpoint | cnt[31] |
| # DRC | 0 |
| Worst-path fanout max | 18 |
| Yosys simple share | 28.4% |
| Post-Syn Area | 0.00317 mm² |
| Final setup fails | 0 |
| Async SR Flop Fraction | 0% |
| Final HPWL DP | 6.44 mm |
| R2R depth | 9 |
| CTS Buf Count | 5 |
| FF+latch count, synth | 35 |
| GR Util met1 | 28.5% |
| Min Clock Period, post-route | 3.65 ns |
| Clock Skew | about 0.0095 ns |
| Die Wd | 105 µm |
| Cell taking the most area after synthesis | edfxtp_1 |
| Clk sinks | 35 |
| Count of library flops with an enable pin | 35 |
| Top cell area share | 33.2% |
| Worst setup SP type | input port |
| Met2 usage | between 20% and 30% |
| Root Driver | clkbuf_8 |
| Final hold vios | 0 |
| Post-synthesis adder-cell area fraction | ~1.1% |
| Busiest layer in global routing | met1 |
| Overflow after GRT | 0 |
| Data arrival, critical path | about 3.7 ns |
| Antenna Nets Post-Route | 0 |
| Core area | 0.0103 mm² |
| Area fraction in compound gates after synthesis | 29.5% |
| Hold endpoint | cnt[31] |
| Average vias per placed instance | about 6 |
| Met3 usage | 3.88% |
| Post-Syn Instances | between 400 and 500 |
| Worst-margin pin slew | 0.803 ns |
| Syn avg cell area | 7.82 µm² |
| Setup TNS | 0 ns |
| Yosys stat chip area | 0.00317 mm² |
| I/O Buffers | 6 |
| Run status | completed |
==> where the power goes <==
part           total [µW]  internal (µW)  switching [µW]
clock network         245            140             105
registers             792            545             247
logic                 966            363             603
==> state kept, by name, indices dropped and copies added, names as in the netlist, named ones only <==
register and count:
cnt 32, state 2
==> worst max-delay path: stages <==
cell	delay (ns)
clkdlybuf4s50_1	0.70
nand2_1	0.47
o21a_1	0.49
a21oi_1	0.59
nor2b_1	0.09
o21ai_0	0.18
o31ai_1	0.10
==> cells in the final DEF, fill, tap and decap left out, types with 6 or more instances in the layout <==
cell | Yosys | layout
nor3_1 | 16 | 16
and3_1 | 7 | 7
o31ai_1 | 6 | 6
o21ai_0 | 61 | 61
nand4_1 | 7 | 7
inv_1 | 10 | 10
nand2_1 | 42 | 42
buf_4 | 1 | 6
a21oi_1 | 36 | 36
nor2_1 | 34 | 34
clkdlybuf4s50_1 | 0 | 6
a31oi_1 | 11 | 11
nand3_1 | 18 | 18
edfxtp_1 | 35 | 35
==> per-stage QoR <==
step | area [µm²] | utilization, % | cells | worst slack (ns) | power (µW)
after floorplan | 3170 | - | 405 | 1.80 | 1450
after global placement | 3300 | 32.1 | 527 | 1.54 | 1730
after detailed placement | 3300 | 32.1 | 527 | 1.43 | 1740
after CTS | 3410 | 33.2 | 535 | 1.73 | 1990
after global routing | 3410 | 33.2 | 535 | 1.49 | 2170
final | 3410 | 33.2 | 535 | 1.65 | 2000
==> cell families after synthesis <==
group,Yosys count
flops,35
compound gates,157
xor+xnor,6
simple gates,167
fa+ha+maj,3
buf+inv,37
==> worst max path at each step <==
stage	end	start	depth (start not counted)	slack (ns)
finish	cnt[25]	u	7	1.65
global route	cnt[31]	u	7	1.49
CTS	cnt[25]	u	7	1.73
==> layer usage <==
layer  wire length (µm)  up-vias
li1                   -     1546
met1               4230     1505
met2               4150      151
met3                822        8
met4                 82        0
met5                  0        -
==> final cells by class <==
cell class,count,area [µm²],share of cell area [%]
Timing Repair Buffer,12,105,3.08
Inverter,11,41.3,1.21
Multi-Input combinational cell,333,1930,56.6
Tap cell,136,170,4.99
Sequential cell,35,1050,30.8
Clock buffer,5,68.8,2.02
Clock inverter,3,43.8,1.28
Power is estimated from default activity; no workload was simulated.
