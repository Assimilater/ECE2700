`/design/flow/design.v`:
```
`timescale 1 ns / 1 ps
module Clock(
	clk, timer, r, edit, up_press, down_press, clear_press,
	hr1, hr0, min1, min0, sec1, sec0, m1, m0, d1, d0, y1, y0
);
	input clk, timer, r, up_press, down_press, clear_press;
	input [5:0] edit;
	output [3:0] hr1, hr0, min1, min0, sec1, sec0, m1, m0, d1, d0, y1, y0;
	wire [7:0] d_sec, d_min, d_hr, d_d, d_m, d_y;
	wire tc_sec, tc_min, tc_hr, tc_d, tc_m, tc_y;
	reg [7:0] d_max;
	initial begin d_max <= 'd31; end
	always @(clk, d_m, d_y) begin
		if (d_m == 'd2) begin
			if (d_y[1] == 0 && d_y[0] == 0) 
				d_max <= 'd29;
			else
				d_max <= 'd28;
		end
		else if(d_m[0] == 0) begin
			d_max <= 'd30;
		end
		else begin
			d_max <= 'd31;
		end
	end
	UpDownCounter_i0 c_sec(clk, r, up_press & edit[3], down_press & edit[3], clear_press & edit[3], 'd59, timer, tc_sec, d_sec);
	Bin2DecConverter bd_sec(d_sec, sec1, sec0);
	UpDownCounter_i0 c_min(clk, r, up_press & edit[4], down_press & edit[4], clear_press & edit[4], 'd59, tc_sec, tc_min, d_min);
	Bin2DecConverter bd_min(d_min, min1, min0);
	UpDownCounter_i1 c_hr(clk, r, up_press & edit[5], down_press & edit[5], clear_press & edit[5], 'd24, tc_min, tc_hr, d_hr);
	Bin2DecConverter bd_hr(d_hr, hr1, hr0);
	UpDownCounter_i1 c_d(clk, r, up_press & edit[1], down_press & edit[1], clear_press & edit[1], d_max, tc_hr, tc_d, d_d);
	Bin2DecConverter bd_d(d_d, d1, d0);
	UpDownCounter_i1 c_m(clk, r, up_press & edit[2], down_press & edit[2], clear_press & edit[2], 'd12, tc_d, tc_m, d_m);
	Bin2DecConverter bd_m(d_m, m1, m0);
	UpDownCounter_i0 c_y(clk, r, up_press & edit[0], down_press & edit[0], clear_press & edit[0], 'd99, tc_m, tc_y, d_y);
	Bin2DecConverter bd_y(d_y, y1, y0);
endmodule
module UpDownCounter_i0(clk, r, up, down, clear, Max, tc_in, tc_out, N);
	input clk, r, up, down, clear, tc_in;
	input [7:0] Max;
	parameter Min = 0;
	output reg tc_out;
	output reg [7:0] N;
	initial begin
		N <= Min;
		tc_out = 0;
	end
	always @(posedge clk) begin
		tc_out <= 0;
		if (r) begin
			if (tc_in) begin
				if (N == Max) begin
					N <= Min;
					tc_out <= 1;
				end
				else
					N <= N + 1;
			end
		end
		else begin
			if (clear)
				N <= Min;
			else if (up) begin
				if (N == Max)
					N <= Min;
				else begin
					N <= N + 1;
				end
			end
			else if (down) begin
				if (N == Min)
					N <= Max;
				else
					N <= N - 1;
			end
		end
		if (N > Max || N < Min)
			N <= Min;
	end
endmodule
module UpDownCounter_i1(clk, r, up, down, clear, Max, tc_in, tc_out, N);
	input clk, r, up, down, clear, tc_in;
	input [7:0] Max;
	parameter Min = 1;
	output reg tc_out;
	output reg [7:0] N;
	initial begin
		N <= Min;
		tc_out = 0;
	end
	always @(posedge clk) begin
		tc_out <= 0;
		if (r) begin
			if (tc_in) begin
				if (N == Max) begin
					N <= Min;
					tc_out <= 1;
				end
				else
					N <= N + 1;
			end
		end
		else begin
			if (clear)
				N <= Min;
			else if (up) begin
				if (N == Max)
					N <= Min;
				else
					N <= N + 1;
			end
			else if (down) begin
				if (N == Min)
					N <= Max;
				else
					N <= N - 1;
			end
		end
		if (N > Max || N < Min)
			N <= Min;
	end
endmodule
module Bin2DecConverter(N, d_n1, d_n0);
	input [7:0] N;
	output reg [3:0] d_n1, d_n0;
	reg [7:0] temp;
	reg [15:0] n1, n2, n3, nsum;
	always @(N) begin
		n1 = N << 5;
		n2 = N << 4;
		n3 = N << 2;
		nsum = n1 + n2 + n3;
		nsum = nsum >> 9;
		d_n1 = nsum[3:0];
		temp = nsum[3:0];
		temp = temp * 'd10;
		temp = N - temp;
		d_n0 = temp[3:0];
		if (d_n0 == 'd15) begin
			d_n1 = d_n1 - 1;
			d_n0 = 9;
		end
	end
endmodule
```
`/design/flow/run.sh`:
```
#!/bin/bash
# OpenROAD 26Q1-2900-gdf79404cd8, Yosys 0.63+post, stock flow scripts
make -C /OpenROAD-flow-scripts/flow DESIGN_CONFIG=/design/flow/config.mk WORK_HOME=/design/flow/orfs finish
```
`/design/flow/config.mk`:
```
export PLATFORM = sky130hd
export DESIGN_NAME = Clock
export DESIGN_NICKNAME = Clock
export VERILOG_FILES = /design/flow/design.v
export SDC_FILE = /design/flow/constraint.sdc
export NUM_CORES = 4
export LEC_CHECK = 1
export CORE_UTILIZATION = 30
```
`/design/flow/constraint.sdc`:
```
current_design Clock

set clk_period 4.8
set clk_io_pct 0.2

create_clock -name clk0 -period $clk_period [get_ports {clk}]

set non_clock_inputs [all_inputs -no_clocks]
set_input_delay [expr $clk_period * $clk_io_pct] -clock clk0 $non_clock_inputs
set_output_delay [expr $clk_period * $clk_io_pct] -clock clk0 [all_outputs]
```
==> run_results.csv <==
group,metric,value,unit
synth,synthesis.yosys.warnings,4,
worst_setup_path,start_kind,"flop",
synth,ys_async_sr_fraction,0,
clock_network,clk_path_buf_depth,2,
global_route,grt_antenna_before_repair,0,
sta,period_minus_slack,4.990,ns
cells_and_area,drive_gt1_frac,0.2871,
detailed_routing,drc,0,
clock_network,cts_sinks,53,
synth,xor_share,0.07518,
synth,seq_area_frac_synth,0.1157,
floorplanning,io_pins,60,
synth,netlist_area,9170,µm²
clock_network,clk_pin_slew,0.08,ns
sta,slew_viol_final,0,
detailed_routing,dr.pass1.iters,4,
global_route,track_usage,0.1556,
detailed_routing,via_count,9082,
global_route,overflow,0,
placement,dpl_cell_area,11330,µm²
placement,dp_slack,-0.4049,ns
synth,flop_cell,"dfxtp_1",
global_route,grt_pass1_wl,40.28,mm
synth,synth_flops,53,
cells_and_area,synthToLayoutAreaGrowth,37.24,%
synth,ys_top_cells_by_area,"ha_1, dfxtp_1, fa_1, a21oi_1, xnor2_1",
min_path,hold_class,"reg2reg",
global_route,grt_pass1_vias,8477,
worst_setup_path,arrival,4.03,ns
clock_network,cts_made_buffers,5,
global_route,grt_max_degree,21,
placement,place_congestion,0.9232,
clock_network,htreeDepth,2,
clock_network,clk_latency,0.31,ns
synth,synth-area-yosys,9170,µm²
sta,rsz0062_at_grt,"yes",
synth,yosysTopAreaCell,"ha_1",
synth,ys_cells,1159,
placement,numPortBuffers,59,
synth,netlist.area_leader.share,0.2197,
synth,mux_share,0.03152,
detailed_routing,via_per_inst,5.074,
worst_setup_path,cp.required,3.84,ns
floorplanning,dieArea,31270,µm²
detailed_routing,wirelength,23.73,mm
synth,yosysUniqueCellTypes,80,
cells_and_area,regArea,1116,µm²
clock_network,cts_tree,"built",
job,maxCapViolations,0,
synth,syn_inst,1159,
cells_and_area,n_fill_cell,2825,
sta,clock_skew,0.01244,ns
cells_and_area,comb_area,8343,µm²
sta,setup_tns,-0.9443,ns
placement,dp_hpwl,17.86,mm
cells_and_area,lay_top_cells,"buf_4, ha_1, nand2_1, nor2_1, a21oi_1",
sta,hold_viol_final,0,
worst_setup_path,worstSetupPathType,"reg2out",
worst_setup_path,r2r_slack,2.04,ns
job,warning_count,121,
floorplanning,num_rows,63,
sta,slew_headroom,0.4273,
synth,adder_share,0.2852,
cells_and_area,layout_top_cell,"buf_4",
status,outcome,"complete, but fails checks",
synth,edf_count,0,
floorplanning,die_w,176.8,µm
detailed_routing,diodes,0,
sta,fmax,200.4,MHz
sta,setup_ws,-0.1899,ns
detailed_routing,ant_nets,0,
worst_setup_path,crit_fanout,4,
cells_and_area,finalInstanceArea,12580,µm²
detailed_routing,drt-wirelength-per-cell,13.26,µm
sta,setup_viol,9,
sta,tightest_slew,0.8590,ns
synth,post_synth.cell_area_avg,7.912,µm²
worst_setup_path,cp-end-kind,"primary output",
floorplanning,die_h,176.8,µm
floorplanning,core,29870,µm²
sta,fin_crit_sh,1.040,
clock_network,cts-root-buf,"clkbuf_16",
status,violations,"negative setup slack",
synth,aoi_share,0.2260,
floorplanning,floorplan.core_util,0.3069,
detailed_routing,drt-initial-drc-count,371,
synth,ys_top_logic_family,"adder cells",
synth,yosys.area_share.simple,0.2126,
synth_stat cells, types with 6 or more instances:
library cell,number
a211o_1,6
a211oi_1,14
a21boi_0,10
a21o_1,16
a21oi_1,93
a221o_1,7
a22o_1,6
a22oi_1,17
a31oi_1,6
and2_1,18
buf_2,11
clkbuf_1,24
dfxtp_1,53
fa_1,30
ha_1,161
inv_1,75
mux2i_1,12
nand2_1,107
nand2b_1,9
nand3_1,37
nand3b_1,11
nand4_1,27
nor2_1,91
nor2b_1,9
nor3_1,22
nor3b_1,11
o211ai_1,10
o21ai_0,47
o22ai_1,19
o31ai_1,6
or3_1,8
xnor2_1,50
xor2_1,25
final timing paths:
path	depth (start not counted)	startpoint	endpoint
setup reg to reg	14	c_m.N[5]	c_d.N[7]
hold reg to reg	2	c_d.tc_out	c_m.tc_out
setup / recovery	18	c_d.N[3]	d1[3]
hold / removal	2	c_d.tc_out	c_m.tc_out
state kept, by name, summed over array words and instances (netlist names):
signal        cells
c_d.N             8
c_hr.N            8
c_m.N             8
c_min.N           8
c_sec.N           8
c_y.N             8
c_d.tc_out        1
c_hr.tc_out       1
c_m.tc_out        1
c_min.tc_out      1
c_sec.tc_out      1
metal layers:
layer | up-vias | wire (µm) | GRT usage
met5 | - | 0 | 0
met4 | 0 | 219 | 0.01293
met3 | 12 | 680 | 0.01226
met2 | 135 | 10920 | 0.2560
met1 | 4267 | 11910 | 0.2327
li1 | 4668 | - | -
area by class of cell:
class,instances,share of cell area
Multi-Input combinational cell,985,0.6630
Clock inverter,2,0.001193
Tap cell,390,0.03878
Sequential cell,53,0.08869
Timing Repair Buffer,278,0.1755
Inverter,76,0.02267
Clock buffer,6,0.01024
stage by stage:
stage,instances,util,hold slack [ns]
detailed placement,1734,0.3791,0.4390
global placement,1734,0.3791,0.4382
CTS,1780,0.4097,0.4487
floorplan,1159,-,0.4204
finish,1790,0.4212,0.4451
global route,1790,0.4212,0.4697
worst max-delay path: stages (launching register included):
cell	delay [ns]
dfxtp_4	0.36
fa_1	0.53
ha_4	0.29
nand4_1	0.12
buf_4	0.16
o22a_1	0.20
nand2_1	0.08
a21o_1	0.16
xnor2_2	0.09
ha_4	0.28
nor3b_4	0.19
or3b_4	0.41
a211oi_2	0.21
nor2_2	0.07
buf_4	0.15
buf_4	0.13
a21oi_1	0.10
nand4b_1	0.11
buf_2	0.09
kinds of logic after synthesis:
kind of cell               count (synthesis)
muxes                                     24
xor gates and xnor gates                  77
buffers and inverters                    121
AOI/OAI and AO/OA                        310
and+or+nand+nor                          383
adders and majority gates                191
DFF                                       53
what timing repair did:
item | CTS | global route
endpoints found under the setup margin | 38 | 35
hold buffers | 0 | 0
endpoints found under the hold margin | 0 | 0
resized | 206 | 56
pin swaps | 95 | 63
setup buffers | 41 | 11
