<file path="design/flow/run.sh">
#!/bin/bash
# OpenROAD 26Q1-2900-gdf79404cd8, Yosys 0.63+post, stock flow scripts
make -C /OpenROAD-flow-scripts/flow DESIGN_CONFIG=/design/flow/config.mk WORK_HOME=/design/flow/orfs finish
</file>
<file path="design/flow/config.mk">
export PLATFORM = sky130hd
export DESIGN_NAME = Counter
export DESIGN_NICKNAME = Counter
export VERILOG_FILES = /design/flow/design.v
export SDC_FILE = /design/flow/constraint.sdc
export NUM_CORES = 4
export LEC_CHECK = 1
export CORE_AREA = 10 10 97 97
export DIE_AREA = 0 0 107 107
</file>
<file path="design/flow/constraint.sdc">
current_design Counter

set clk_period 2.8
set clk_io_pct 0.2

create_clock -name clk0 -period $clk_period [get_ports {clk}]

set non_clock_inputs [all_inputs -no_clocks]
set_input_delay [expr $clk_period * $clk_io_pct] -clock clk0 $non_clock_inputs
set_output_delay [expr $clk_period * $clk_io_pct] -clock clk0 [all_outputs]
</file>
<file path="design/flow/design.v">
`timescale 1ns / 1ps
module seg7(input w, x, y, z, output reg a, b, c, d, e, f, g);
	always @(w, x, y, z)
	begin
		if (w == 0 && x == 0 && y == 0 && z == 0)
			begin
				a = 0; b = 0; c = 0; d = 0; e = 0; f = 0; g = 1;
			end
		else if (w == 0 && x == 0 && y == 0 && z == 1)
			begin
				a = 1; b = 0; c = 0; d = 1; e = 1; f = 1; g = 1;
			end
		else if (w == 0 && x == 0 && y == 1 && z == 0)
			begin
				a = 0; b = 0; c = 1; d = 0; e = 0; f = 1; g = 0;
			end
		else if (w == 0 && x == 0 && y == 1 && z == 1)
			begin
				a = 0; b = 0; c = 0; d = 0; e = 1; f = 1; g = 0;
			end
		else if (w == 0 && x == 1 && y == 0 && z == 0)
			begin
				a = 1; b = 0; c = 0; d = 1; e = 1; f = 0; g = 0;
			end
		else if (w == 0 && x == 1 && y == 0 && z == 1)
			begin
				a = 0; b = 1; c = 0; d = 0; e = 1; f = 0; g = 0;
			end
		else if (w == 0 && x == 1 && y == 1 && z == 0)
			begin
				a = 0; b = 1; c = 0; d = 0; e = 0; f = 0; g = 0;
			end
		else if (w == 0 && x == 1 && y == 1 && z == 1)
			begin
				a = 0; b = 0; c = 0; d = 1; e = 1; f = 1; g = 1;
			end
		else if (w == 1 && x == 0 && y == 0 && z == 0)
			begin
				a = 0; b = 0; c = 0; d = 0; e = 0; f = 0; g = 0;
			end
		else if (w == 1 && x == 0 && y == 0 && z == 1)
			begin
				a = 0; b = 0; c = 0; d = 0; e = 1; f = 0; g = 0;
			end
		else if (w == 1 && x == 0 && y == 1 && z == 0)
			begin
				a = 0; b = 0; c = 0; d = 1; e = 0; f = 0; g = 0;
			end
		else if (w == 1 && x == 0 && y == 1 && z == 1)
			begin
				a = 1; b = 1; c = 0; d = 0; e = 0; f = 0; g = 0;
			end
		else if (w == 1 && x == 1 && y == 0 && z == 0)
			begin
				a = 0; b = 1; c = 1; d = 0; e = 0; f = 0; g = 1;
			end
		else if (w == 1 && x == 1 && y == 0 && z == 1)
			begin
				a = 1; b = 0; c = 0; d = 0; e = 0; f = 1; g = 0;
			end
		else if (w == 1 && x == 1 && y == 1 && z == 0)
			begin
				a = 0; b = 1; c = 1; d = 0; e = 0; f = 0; g = 0;
			end
		else if (w == 1 && x == 1 && y == 1 && z == 1)
			begin
				a = 0; b = 1; c = 1; d = 1; e = 0; f = 0; g = 0;
			end
	end
endmodule
`timescale 1ns / 1ns
module clockdivider(Clk, ClkOut);
   input Clk;
   output reg ClkOut;
   parameter DivVal = 12500000;  
   reg[24:0] DivCnt;
   reg ClkInt;
   always @(posedge Clk) begin
		if( DivCnt == DivVal ) begin
			ClkOut <= ~ClkInt;
         ClkInt <= ~ClkInt;
         DivCnt <= 0;
      end
      else begin
			ClkOut <= ClkInt;
         ClkInt <= ClkInt;
         DivCnt <= DivCnt + 1;
      end
   end
endmodule
`timescale 1 ns / 1 ps
module Counter(clk, reset, load, dir, count, i3, i2, i1, i0, a, b, c, d, e, f, g, tc, n3, n2, n1, n0);
	input clk, reset,load, dir, count, i3, i2, i1, i0;
	output a, b, c, d, e, f, g;
	output reg tc, n3, n2, n1, n0;
	wire clock;
	reg [3:0] N;
	reg [1:0] Active;
	initial begin
		N = 'd0;
		Active = 'd0;
	end
	clockdivider i_clk(clk, clock);
	seg7 i_seg7(N, a, b, c, d, e, f, g);
	always @(posedge clk) begin
		if (Active == 3)
			Active <= 0;
		else
			Active <= Active + 1;
	end
	always @(Active) begin
		n3 <= ~(~Active[1] & ~Active[0]);
		n2 <= ~(~Active[1] & Active[0]);
		n1 <= ~(Active[1] & ~Active[0]);
		n0 <= ~(Active[1] & Active[0]);
	end
	always @(N) begin
		if (N == 0 || N == 15)
			tc <= 1;
		else
			tc <= 0;
	end
	always @(posedge clock) begin
		if (reset == 1)
			N <= 0;
		else if (load == 1) begin
			N[3] <= i3;
			N[2] <= i2;
			N[1] <= i1;
			N[0] <= i0;
		end
		else if (count == 1) begin
			if (dir == 0) begin
				if (N == 15)
					N <= 0;
				else
					N <= N + 1;
			end
			else begin
				if (N == 0)
					N <= 15;
				else
					N <= N - 1;
			end
		end
	end
endmodule
</file>
==> run summary <==
flow finished, numbers: slowest CP cell=clkdlybuf4s50_1, Slew Viols, Final=0, total power=0.671 mW, M1 GR Usage=7.00%, CTS tree=built, post-DR wirelength/cell=9.97 um, number of synthesis warnings=7, async set-or-reset flop fraction in the synthesized netlist=0%, Net Switching=0.129 mW, worst flop-to-flop path startpoint=i_clk.DivCnt[10], clock power share=36.4%, Hold Crit Class=reg -> reg, period utilization=70.9%, Post-CTS Setup Bufs=0, global-route wire length before repair=5.13 mm, initial antenna violation count=0, final core occ=26.8%, Int Pwr=0.541 mW, Worst Setup SP=Active[0], register area=651 um2, crit path DAT=1.43 ns, CP Buf/Inv Count=3, GR Util met3=1.33%, Worst setup SP type=flip-flop, Distinct lib cells used=40, final hold viol count=0, hold_sp=Active[0], Placed Area=1900 um2, Hold Slack=0.471 ns, design area=1950 um2, Latency at later pin=0.27 ns, maximum vdd drop=250 uV, register-to-register setup slack=0.92 ns, critical path required time=2.24 ns, ys cells=189, Post-route DRC=0, CTS Hold Bufs=0, Crit Path Category=reg -> out, endpoints left unconstrained=5, most used cell, CP=inv_1, Final WS setup=0.814 ns, die area=11400 um2, placed insts=299, Die Ht=107 um, GRT overflow=0, Ports=21, logic area=910 um2, Crit path largest cell delay=0.46 ns, Gate power share=3.9%, vias in the first global route=1183, Hold Path Depth=1, RSZ-0062 raised after global routing=no, layout cells sized above 1=6.37%, root buf cell=clkbuf_8, TritonRoute pass-1 iters=4, routability cong.=0.818, leakage=0.733 nW, num rows=31, Post-synth seq share=39.0%, ys flop type=dfxtp_1, I/O Buffers=13, sw frac=19.3%, cts repair resizes=0, Setup TNS=0 ns, total CTS buffers=3, post-synthesis chip area from yosys=1670 um2, fillers=801, worst-case clock buffer depth=2, H-tree levels=1, Synth Instances=189, met2 Use GR=8.43%, fmax=503 MHz, MaxCap Viol Count=0, R2R depth=4, clk slew on worst S/H paths=0.09 ns, number of warnings in the stage logs=30, Critical Path Stages=4, # diodes=0, status=finished, final reports clean, Chip Width=107 um, Critical Path Sink Type=output pin, GRT busiest layer=met2, via count=1266, Worst Path Max Fanout=4, FP Util=22.9%, register pins left without a clock=4, FF+latch count, synth=32, Avg Cell Area, Syn=8.83 um2, # setup viols final=0, area delta synth->final=16.9%, core area=7290 um2, Finished Layout Cells=303, maximum number of pins on one net before global-route repair=16, min Tclk post-route=1.99 ns, post-place setup slack=0.947 ns, Vias/cell=4.18, Final HPWL DP=2.32 mm, Worst Skew=0.00603 ns, DR iter-0 viols=65, crit path cell chain=inv_1 > ha_1 > inv_1 > clkdlybuf4s50_1, EDFF count, synth=1, Total Routed Length=3.02 mm, Seq pwr share=59.7%, delay-heaviest family, CP=buffers and inverters, Syn Std Cell Area=1670 um2, gr usage total=5.17%, PwrDens=344 nW/um2, ANT nets after route=0
## worst register-to-register path, stage by stage (launching register included)
cell	delay [ns]
dfxtp_1	0.48
nand4_4	0.17
or4_4	0.56
or4_1	0.47
a21oi_1	0.15
## cell usage after synthesis, types with 2 or more instances
cell | instances | share of area [%]
nor2_1 | 18 | 4.0
dfxtp_1 | 31 | 37
mux2i_1 | 4 | 2.4
o31ai_1 | 5 | 2.2
nor4_1 | 5 | 1.9
xnor2_1 | 15 | 7.9
o21ai_0 | 3 | 0.90
clkbuf_1 | 3 | 0.67
or4_1 | 2 | 0.90
inv_1 | 18 | 4.0
nand3_1 | 9 | 2.7
nor2b_1 | 2 | 0.75
a31o_2 | 2 | 1.0
ha_1 | 8 | 6.0
nand4_1 | 8 | 3.0
a21oi_1 | 9 | 2.7
xor2_1 | 3 | 1.6
a211oi_1 | 2 | 0.90
nand2_1 | 7 | 1.6
buf_4 | 7 | 3.1
nor3_1 | 5 | 1.5
and3_1 | 5 | 1.9
## worst paths after layout
path                       to
max reg2reg  i_clk.DivCnt[23]
min                 Active[0]
max                        n1
min reg2reg         Active[0]
## placed cells by master (no fill, tap or decap), types with 2 or more instances in the layout
master,n
dfxtp_1,31
inv_1,18
nor2_1,18
xnor2_1,15
clkdlybuf4s50_1,13
a21oi_1,9
nand3_1,9
nand4_1,8
ha_1,8
nand2_1,7
conb_1,7
and3_1,5
nor3_1,5
o31ai_1,5
nor4_1,5
mux2i_1,4
clkbuf_8,4
o21ai_0,3
xor2_1,3
a31o_2,2
or4_1,2
nor2b_1,2
a211oi_1,2
buf_4,2
## logic make-up (layout without fill, tap and decap cells)
logic type / count (synthesis) / count (layout) / share of synthesized area, %
buf+inv: 28 / 37 / 7.87
other cells: 1 / 7 / 0.225
simple gates: 73 / 73 / 25.1
mux: 4 / 4 / 2.40
compound gates: 25 / 25 / 9.97
xor+xnor: 18 / 18 / 9.45
flops: 32 / 32 / 39.0
fa+ha+maj: 8 / 8 / 6.00
## final cells by class
class | instances | area share, %
tap | 99 | 6.35
multi-input combinational | 135 | 46.6
clock buffer | 4 | 2.82
timing repair buffer | 15 | 7.44
sequential | 32 | 33.3
inverter | 18 | 3.46
## per-layer routing
layer | wire, um | vias to the layer above | part of all wire, %
met3 | 156 | 2 | 5.2
met4 | 23 | 0 | 0.76
met5 | 0 | - | 0
li1 | - | 685 | -
met2 | 1320 | 25 | 44
met1 | 1530 | 554 | 50
## power groups by stage
stage | registers, mW | clock network (mW) | logic (mW)
4_1_cts | 0.400 | 0.254 | 0.0272
5_1_grt | 0.400 | 0.273 | 0.0291
6_report | 0.400 | 0.244 | 0.0264
## flip-flops by register name, indices dropped and copies added (netlist names)
register	count
i_clk.DivCnt	25
Active	2
N	4
i_clk.ClkOut	1
Power figures rest on the tool's default switching activity, not on a simulated workload.
